File: flow/design.v
`timescale 1ns / 1ps
module lcd_if(
  input clk,
  input rst,
  output [9:0] frame_addr,
  input frame_update,
  input [7:0] frame_din,
  input cmd_full,
  output [8:0] cmd_dout,
  output cmd_wr_en
);
parameter WAIT = 3'b000;
parameter INIT = 3'b001;
parameter IDLE = 3'b011;
parameter CLEAR = 3'b010;
parameter UPDATE = 3'b100;
parameter HOLDOFF_TIME = 250000-1;  
reg [2:0] state;
reg [17:0] cntr;
reg [2:0] page_cntr;
reg [9:0] addr;
reg fifo_wr;
reg [8:0] fifo_dout;
reg [7:0] commands[15:0];
initial begin
  commands[0] <= 8'h40;  
  commands[1] <= 8'hA0;  
  commands[2] <= 8'hC8;  
  commands[3] <= 8'hA4;  
  commands[4] <= 8'hA6;  
  commands[5] <= 8'hA2;  
  commands[6] <= 8'h2F;  
  commands[7] <= 8'h27;  
  commands[8] <= 8'h81;
  commands[9] <= 8'h10;
  commands[10] <= 8'hFA;  
  commands[11] <= 8'h90;
  commands[12] <= 8'hAF;  
  commands[13] <= 8'hB0;  
  commands[14] <= 8'h00;  
  commands[15] <= 8'h10;  
end
always @ (posedge clk) begin
  if(rst)  begin
    state <= WAIT;
    cntr <= 0;
    fifo_wr <= 0;
    fifo_dout <= 0;
    addr <= 0;
  end else begin
    case(state)
      WAIT: begin
        if(cntr == HOLDOFF_TIME) begin
          state <= INIT;
          fifo_wr <= 1;
          cntr <= 1;
          fifo_dout <= {1'b0,commands[0]};
        end else
          cntr <= cntr+1;
      end
      INIT: begin
        fifo_dout <= {1'b0,commands[cntr]};
        if(cntr == 12) begin
          state <= UPDATE;
          page_cntr <= 0;
          cntr <= 0;
        end else
          cntr <= cntr+1;
      end
      CLEAR: begin
        if(~cmd_full) begin
          cntr <= cntr+1;
          if(cntr==0)
            fifo_dout <= {1'b0,(commands[13]|page_cntr)};  
          else if(cntr==1)
            fifo_dout <= {1'b0,(commands[14]|4'hE)};  
          else if(cntr==2)
            fifo_dout <= {1'b0,(commands[15]|4'h1)};  
          else if(cntr < 105) begin
            fifo_dout <= {1'b1,8'h00};  
            if(cntr == 104) begin
              page_cntr <= page_cntr+1;
              if(page_cntr == 7) begin
                state <= IDLE;
              end
              cntr <= 0;
            end
          end
        end
      end
      IDLE: begin
        if(frame_update && ~cmd_full) begin
          state <= UPDATE;
          page_cntr <= 0;
          cntr <= 0;
          fifo_wr <= 1;
          addr <= 0;
        end else
          fifo_wr <= 0;
      end
      UPDATE: begin
        if(~cmd_full) begin
          cntr <= cntr+1;
          if(cntr==0)
            fifo_dout <= {1'b0,(commands[13]|page_cntr)};  
          else if(cntr==1)
            fifo_dout <= {1'b0,(commands[14]|4'hE)};  
          else if(cntr==2) begin
            fifo_dout <= {1'b0,(commands[15]|4'h1)};  
            addr <= addr+1;
          end else if(cntr < 105) begin
            fifo_dout <= {1'b1, frame_din};
            if(cntr == 104) begin
              page_cntr <= page_cntr+1;
              if(page_cntr == 7) begin
                state <= IDLE;
              end
              cntr <= 0;
            end else
              addr <= addr +1;
          end
        end
      end
      default: begin
      end
    endcase
  end
end
assign frame_addr = addr;
assign cmd_wr_en = (fifo_wr & ~cmd_full);
assign cmd_dout  = fifo_dout;
endmodule
File: flow/run.sh
#!/bin/bash
# OpenROAD 26Q1-2900-gdf79404cd8, Yosys 0.63+post, stock flow scripts
make -C /OpenROAD-flow-scripts/flow DESIGN_CONFIG=/design/flow/config.mk WORK_HOME=/design/flow/orfs finish
File: flow/config.mk
export PLATFORM = sky130hd
export DESIGN_NAME = lcd_if
export DESIGN_NICKNAME = lcd_if
export VERILOG_FILES = /design/flow/design.v
export SDC_FILE = /design/flow/constraint.sdc
export NUM_CORES = 4
export LEC_CHECK = 1
export CORE_UTILIZATION = 50
File: flow/constraint.sdc
current_design lcd_if

set clk_period 6.0
set clk_io_pct 0.2

create_clock -name clk0 -period $clk_period [get_ports {clk}]

set non_clock_inputs [all_inputs -no_clocks]
set_input_delay [expr $clk_period * $clk_io_pct] -clock clk0 $non_clock_inputs
set_output_delay [expr $clk_period * $clk_io_pct] -clock clk0 [all_outputs]
==> deck_impl_summary.md <==
Physical Implementation Snapshot

Min path
  • Min-Delay Path Class: register to register
  • Hold Path Sink: fifo_dout[4]
  • Worst Hold Path Cells: 2

Power and ir drop
  • Worst-case vdd ir drop: 0.129 mV
  • Cell Pwr Density: 213 nW/um2
  • Leakage power: 1.15 nW

Timing
  • Hold Vio Cnt, Final: 0
  • RSZ-0062 raised after global routing: false
  • Period minus WS final: 3530 ps
  • Skew final: 13.2 ps
  • Setup TNS: 0 ps
  • Max-slew violation count: 0
  • Final clock period utilization by the worst path: 58.8%
  • F_max: 283 MHz
  • Max_slew headroom: 50.6%
  • Worst-margin pin slew: 738 ps
  • WHS: 487 ps
  • Setup violators final: 0

Synthesis
  • Main synth FF type: dfxtp_1
  • Yosys cell count: 356
  • Sequential area share after synthesis: 36.9%
  • Yosys Chip Area: 2950 um2
  • Yosys warns: 1
  • Number of synthesized flops with an enable pin: 3
  • Area of the mapped netlist: 2950 um2
  • Mean Syn Cell Area: 8.30 um2
  • Library cells used by synthesis: 59
  • Number of synthesized register bits: 53
  • Post-Syn Instances: 356
  • Post-synth ARST share: 0%

Placed design
  • GPL Wtd Cong: 0.843
  • Port-buffer cells: 31
  • HPWL Detailed: 4.64 mm

Clock tree
  • Clock sinks: 53
  • Post_cts resized: 0
  • Cts bufs inserted: 5
  • Clock buffer depth: 2
  • CTS tree: yes
  • Root Driver: clkbuf_8
  • Post-CTS Setup Inserts: 0
  • H-tree depth: 2
  • Hold Buf Count CTS: 0
  • Clk slew on worst S/H paths: 90 ps
  • Later-pin clock latency in the skew report: 300 ps

Route
  • DRC viols: 0
  • Vias: 2607
  • Diodes inserted: 0
  • Drt wl/cell: 14.6 um
  • Vias per cell: 5.79
  • Iteration-0 DRC Markers: 199
  • Post-route ant nets: 0
  • Drt pass-1 iters: 5
  • Routed WL: 6.56 mm

Run status
  • Status: completed

GRT
  • Initial antenna violation count: 0
  • Largest net degree at the start of global routing: 41
  • Vias in the first global route: 2286
  • First-pass GRT wire length: 11.0 mm
  • Global Route Usage Sum: 22.5%
  • GRT met2 Usage: 33.6%
  • GR Overflow Total: 0
  • M1 GR Usage: 36.6%
  • GR peak layer: met1
  • Met3 Use GR: 3.27%

Worst setup path
  • Critical path's most frequent cell: clkdlybuf4s50_1
  • CP Cell Sequence: clkdlybuf4s50_1 > nor2_1 > clkdlybuf4s50_1
  • Crit path largest cell delay: 510 ps
  • Buf/Inv on CP: 2
  • Critical Path AT: 2330 ps
  • Crit path DRT: 4800 ps
  • Crit path max-delay family: buffers and inverters
  • Critical R2R Launch: cntr[1]
  • CP Class: input pin to output port
  • R2r setup slk: 3090 ps
  • R2r worst-path depth: 9
  • CP max-delay cell: clkdlybuf4s50_1
  • Crit end category: output port
  • Critical-path maximum fanout: 5
  • Crit start category: input pin

Final layout
  • Layout cells sized above 1: 5.29%
  • Dominant logic cell types in the final layout: dfxtp_1, nor2_1, clkdlybuf4s50_1
  • Final-layout fill cell count: 521
  • Area growth syn-to-layout: 14.0%
  • Dominant logic cell type in the layout: dfxtp_1

Job
  • Max Cap Violations: 0
  • Tool warnings: 31

Die
  • Die height: 78.9 um
  • Die X: 78.9 um
  • Die area: 6220 um2
  • Fp_density: 52.7%
  • Top Ports: 32
  • Row count: 27
  • Core Area: 5610 um2
kinds of logic (layout without fill, tap and decap cells):
group                      Yosys count  after routing  synth area share, %
muxes                                4              4                 1.36
AOI/OAI and AO/OA                   92             92                 22.8
xor gates and xnor gates            12             12                 3.56
adders and majority gates            8              8                 3.39
and+or+nand+nor                    159            159                 28.0
buffers and inverters               28             50                 3.90
DFF                                 53             53                 36.9
worst max-delay path by stage:
stage             from         to  cells past startpoint
finish        cmd_full  cmd_wr_en                      3
CTS           cmd_full  cmd_wr_en                      3
global route  cmd_full   register                      8
synthesized netlist by cell type, drive strengths merged (3+ instances only):
cell | n | area [um2]
nor3 | 12 | 65.1
buf | 9 | 43.8
inv | 8 | 30.0
a22oi | 4 | 35.0
nor2 | 47 | 176
mux2i | 4 | 40.0
dfxtp | 50 | 1000
a21oi | 29 | 145
and2 | 8 | 50.1
nand2b | 3 | 18.8
or3 | 8 | 50.1
nor2b | 6 | 37.5
nor4 | 5 | 43.8
nand3 | 14 | 70.1
nand4 | 11 | 68.8
and3 | 9 | 56.3
a211oi | 4 | 30.0
xor2 | 9 | 78.8
o221ai | 3 | 26.3
a31oi | 6 | 43.8
a311oi | 6 | 52.6
or2 | 3 | 18.8
ha | 8 | 100
edfxtp | 3 | 90.1
nand2 | 23 | 86.3
clkbuf | 10 | 37.5
o21ai | 18 | 90.1
a22o | 3 | 26.3
a21boi | 3 | 22.5
xnor2 | 3 | 26.3
worst register-to-register path, cell delays in order (launching register included):
cell and delay (ps):
dfxtp_1 520, inv_1 140, ha_1 340, nand2_1 130, nor4_2 60, a31oi_2 350
or2_0 520, a22o_1 320, nor2_1 100, a2111oi_2 330
power breakdown:
group	switching [mW]	leakage [nW]	internal [mW]
Sequential	0.0134	0.433	0.366
Clock	0.111	0.0395	0.0833
Combinational	0.0879	0.679	0.0563
Total	0.213	1.15	0.506
layout make-up:
cell class	count	area, um2	area share (%)
well taps	72	90.1	2.67
inverters	9	33.8	1.00
repair buffers	33	325	9.66
flip-flops and latches	53	1090	32.4
multi-input cells	275	1750	51.9
clock buffers	8	80.1	2.38
layer usage:
layer | vias up | share of wire (%)
met5 | - | 0
met4 | 0 | 0.091
met3 | 2 | 5.0
met2 | 61 | 44
met1 | 1198 | 51
li1 | 1346 | -
metrics by stage:
stage	power, mW	area, um2	instances	utilization [%]	worst slack (ps)
2_1_floorplan	0.494	2950	356	-	3070
4_1_cts	0.725	3370	450	60.1	2470
3_5_place_dp	0.530	3290	442	58.6	2210
6_report	0.719	3370	450	60.1	2470
3_3_place_gp	0.530	3290	442	58.6	2280
5_1_grt	0.758	3370	450	60.1	2290
Power figures rest on the tool's default switching activity, not on a simulated workload.
