==> ./design.v <==
`timescale 1ns / 1ps
module draw_blocks(
  input vga_clk,
  input rst,
  input [10:0] x,
  input [9:0] y,
  input [3:0] game_state,
  input [11:0] game_area_data,
  output reg [4:0] game_area_addr,
  input [7:0] game_block_next,
  output reg [1:0] r,
  output reg [1:0] g,
  output reg [1:0] b,
  output reg dav
);
parameter STATE_LOGO = 4'b0000;
reg valid_line;
always @ (posedge vga_clk)
begin
  if(rst) begin
    valid_line <= 0;
    game_area_addr <= 0;
  end else begin
    if((y>=129) && (y<=146)) begin
      game_area_addr <= 0;
      valid_line <= 1;
    end else if((y>=150) && (y<=167)) begin
      game_area_addr <= 1;
      valid_line <= 1;
    end else if((y>=171) && (y<=188)) begin
      game_area_addr <= 2;
      valid_line <= 1;
    end else if((y>=192) && (y<=209)) begin
      game_area_addr <= 3;
      valid_line <= 1;
    end else if((y>=213) && (y<=230)) begin
      game_area_addr <= 4;
      valid_line <= 1;
    end else if((y>=234) && (y<=251)) begin
      game_area_addr <= 5;
      valid_line <= 1;
    end else if((y>=255) && (y<=272)) begin
      game_area_addr <= 6;
      valid_line <= 1;
    end else if((y>=276) && (y<=293)) begin
      game_area_addr <= 7;
      valid_line <= 1;
    end else if((y>=297) && (y<=314)) begin
      game_area_addr <= 8;
      valid_line <= 1;
    end else if((y>=318) && (y<=335)) begin
      game_area_addr <= 9;
      valid_line <= 1;
    end else if((y>=339) && (y<=356)) begin
      game_area_addr <= 10;
      valid_line <= 1;
    end else if((y>=360) && (y<=377)) begin
      game_area_addr <= 11;
      valid_line <= 1;
    end else if((y>=381) && (y<=398)) begin
      game_area_addr <= 12;
      valid_line <= 1;
    end else if((y>=402) && (y<=419)) begin
      game_area_addr <= 13;
      valid_line <= 1;
    end else if((y>=423) && (y<=440)) begin
      game_area_addr <= 14;
      valid_line <= 1;
    end else if((y>=444) && (y<=461)) begin
      game_area_addr <= 15;
      valid_line <= 1;
    end else if((y>=465) && (y<=482)) begin
      game_area_addr <= 16;
      valid_line <= 1;
    end else if((y>=486) && (y<=503)) begin
      game_area_addr <= 17;
      valid_line <= 1;
    end else if((y>=507) && (y<=524)) begin
      game_area_addr <= 18;
      valid_line <= 1;
    end else if((y>=528) && (y<=545)) begin
      game_area_addr <= 19;
      valid_line <= 1;
    end else
      valid_line <= 0;
  end
end
wire [11:0] game_area_mx;
assign game_area_mx = valid_line?game_area_data:12'h000;
reg [3:0] nextblock_mx;
always @ (posedge vga_clk)
begin
  if(rst) begin
    nextblock_mx <= 0;
  end else if(game_state !=STATE_LOGO) begin   
    if((y>=272) && (y<=289))
      nextblock_mx <= (game_block_next==8'hCC)?6:game_block_next[3:0];
    else if((y>=293) && (y<=310))
      nextblock_mx <= (game_block_next==8'hCC)?6:game_block_next[7:4];
    else
      nextblock_mx <= 0;
  end else
    nextblock_mx <= 0;
end
integer i;
always @ (posedge vga_clk)
begin
  if(rst) begin
    r <= 0;
    g <= 0;
    b <= 0;
    dav <= 0;
  end else begin
    if((game_area_mx[11]!=0) && ((x>=(140)) && (x<=(157)))) begin
      r <= 2'b11;
      g <= 2'b11;
      b <= 2'b11;
      dav <= 1;
    end else if((game_area_mx[10]!=0) && ((x>=(161)) && (x<=(178)))) begin
      r <= 2'b11;
      g <= 2'b11;
      b <= 2'b11;
      dav <= 1;
    end else if((game_area_mx[9]!=0) && ((x>=(182)) && (x<=(199)))) begin
      r <= 2'b11;
      g <= 2'b11;
      b <= 2'b11;
      dav <= 1;
    end else if((game_area_mx[8]!=0) && ((x>=(203)) && (x<=(220)))) begin
      r <= 2'b11;
      g <= 2'b11;
      b <= 2'b11;
      dav <= 1;
    end else if((game_area_mx[7]!=0) && ((x>=(224)) && (x<=(241)))) begin
      r <= 2'b11;
      g <= 2'b11;
      b <= 2'b11;
      dav <= 1;
    end else if((game_area_mx[6]!=0) && ((x>=(245)) && (x<=(262)))) begin
      r <= 2'b11;
      g <= 2'b11;
      b <= 2'b11;
      dav <= 1;
    end else if((game_area_mx[5]!=0) && ((x>=(266)) && (x<=(283)))) begin
      r <= 2'b11;
      g <= 2'b11;
      b <= 2'b11;
      dav <= 1;
    end else if((game_area_mx[4]!=0) && ((x>=(287)) && (x<=(304)))) begin
      r <= 2'b11;
      g <= 2'b11;
      b <= 2'b11;
      dav <= 1;
    end else if((game_area_mx[3]!=0) && ((x>=(308)) && (x<=(325)))) begin
      r <= 2'b11;
      g <= 2'b11;
      b <= 2'b11;
      dav <= 1;
    end else if((game_area_mx[2]!=0) && ((x>=(329)) && (x<=(346)))) begin
      r <= 2'b11;
      g <= 2'b11;
      b <= 2'b11;
      dav <= 1;
    end else if((game_area_mx[1]!=0) && ((x>=(350)) && (x<=(367)))) begin
      r <= 2'b11;
      g <= 2'b11;
      b <= 2'b11;
      dav <= 1;
    end else if((game_area_mx[0]!=0) && ((x>=(371)) && (x<=(388)))) begin
      r <= 2'b11;
      g <= 2'b11;
      b <= 2'b11;
      dav <= 1;
    end else if((nextblock_mx[3]!=0) && ((x>=(492)) && (x<=(509)))) begin
      r <= 2'b11;
      g <= 2'b11;
      b <= 2'b11;
      dav <= 1;
    end else if((nextblock_mx[2]!=0) && ((x>=(513)) && (x<=(530)))) begin
      r <= 2'b11;
      g <= 2'b11;
      b <= 2'b11;
      dav <= 1;
    end else if((nextblock_mx[1]!=0) && ((x>=(534)) && (x<=(551)))) begin
      r <= 2'b11;
      g <= 2'b11;
      b <= 2'b11;
      dav <= 1;
    end else if((nextblock_mx[0]!=0) && ((x>=(555)) && (x<=(572)))) begin
      r <= 2'b11;
      g <= 2'b11;
      b <= 2'b11;
      dav <= 1;
    end else
      dav <= 0;
  end
end
endmodule
==> ./run.sh <==
#!/bin/bash
# OpenROAD 26Q1-2900-gdf79404cd8, Yosys 0.63+post, stock flow scripts
make -C /OpenROAD-flow-scripts/flow DESIGN_CONFIG=/design/flow/config.mk WORK_HOME=/design/flow/orfs finish
==> ./config.mk <==
export PLATFORM = sky130hd
export DESIGN_NAME = draw_blocks
export DESIGN_NICKNAME = draw_blocks
export VERILOG_FILES = /design/flow/design.v
export SDC_FILE = /design/flow/constraint.sdc
export NUM_CORES = 4
export LEC_CHECK = 1
export CORE_UTILIZATION = 50
==> ./constraint.sdc <==
current_design draw_blocks

set clk_period 3.4
set clk_io_pct 0.2

create_clock -name clk0 -period $clk_period [get_ports {vga_clk}]

set non_clock_inputs [all_inputs -no_clocks]
set_input_delay [expr $clk_period * $clk_io_pct] -clock clk0 $non_clock_inputs
set_output_delay [expr $clk_period * $clk_io_pct] -clock clk0 [all_outputs]
==> node_exporter_impl.prom <==
# HELP chip_impl_metric Implementation results
# TYPE chip_impl_metric gauge
chip_impl_metric{name="detailed_routing_iteration_count_for_the_pre_antenna_repair_pass",unit=""} 4
chip_impl_info{name="top_flip_flop_cell_by_instance_count_after_synthesis",value="sky130_fd_sc_hd__dfxtp_1"} 1
chip_impl_info{name="timing.setup.critical_path_class",value="in -> reg"} 1
chip_impl_metric{name="r2r.worst_path.cells",unit=""} 4
chip_impl_info{name="cts_root_buf",value="sky130_fd_sc_hd__clkbuf_8"} 1
chip_impl_metric{name="fin_tns_setup",unit="ps"} 0
chip_impl_metric{name="post-cts-setup-buffer-count",unit=""} 0
chip_impl_metric{name="fin_skew",unit="ps"} 1.41
chip_impl_metric{name="yosysWarnings",unit=""} 1
chip_impl_metric{name="synth.lib_cells_used.distinct",unit=""} 69
chip_impl_metric{name="synth-edff-count",unit=""} 0
chip_impl_metric{name="timing.max_slew.rel_slack",unit=""} 0.467
chip_impl_metric{name="top_level_ports",unit=""} 59
chip_impl_info{name="synth_top_cell_by_area",value="sky130_fd_sc_hd__dfxtp_1"} 1
chip_impl_metric{name="critical_path_buf_inv_count",unit=""} 2
chip_impl_metric{name="worst_ep_required_time",unit="ps"} 3470
chip_impl_info{name="worst_path_cell_chain",value="clkdlybuf4s50_1 > buf_4 > and4bb_2 > and2_1 > nor3_1 > nand2_1 > nor4b_2 > a41oi_1"} 1
chip_impl_metric{name="final.hold.worst_slack",unit="ps"} 474
chip_impl_metric{name="power-per-cell-area",unit="nW/um2"} 191
chip_impl_metric{name="report.power.total",unit="uW"} 571
chip_impl_metric{name="timing.final.crit_period",unit="ps"} 3000
chip_impl_metric{name="fill_cells",unit=""} 368
chip_impl_metric{name="hold-path-cell-count",unit=""} 2
chip_impl_metric{name="cts_inserted_buffers",unit=""} 3
chip_impl_metric{name="fp.dieH",unit="um"} 69.5
chip_impl_metric{name="core-area",unit="um2"} 4380
chip_impl_metric{name="wire_length_of_the_first_global_routing_pass",unit="mm"} 12.5
chip_impl_metric{name="fmaxAchievable",unit="GHz"} 0.334
chip_impl_metric{name="syn-cell-area",unit="um2"} 2280
chip_impl_metric{name="h_tree_depth",unit=""} 1
chip_impl_metric{name="initial_antenna_violation_count",unit=""} 0
chip_impl_metric{name="yosysCellCount",unit=""} 342
chip_impl_info{name="worstSetupEndpointType",value="flop"} 1
chip_impl_metric{name="yosys.area.top_type_share",unit=""} 0.105
chip_impl_metric{name="synthCells",unit=""} 342
chip_impl_info{name="synth.top_cells.by_area",value="sky130_fd_sc_hd__dfxtp_1 (11%), sky130_fd_sc_hd__nor2_1 (4.4%), sky130_fd_sc_hd__nand2_1 (4.3%), sky130_fd_sc_hd__o21ai_0 (3.5%), sky130_fd_sc_hd__nand3_1 (3.3%)"} 1
chip_impl_metric{name="critical_path_arrival",unit="ps"} 3070
chip_impl_metric{name="syn_area_per_cell",unit="um2"} 6.67
chip_impl_metric{name="synth-seq-cells",unit=""} 12
chip_impl_metric{name="timing.critical_path.fanout_max",unit=""} 18
chip_impl_metric{name="synth_sequential_area_ratio",unit=""} 0.105
chip_impl_metric{name="finalMaxSlewViolations",unit=""} 0
chip_impl_metric{name="chipWidth",unit="um"} 69.5
chip_impl_metric{name="globalplace.congestion",unit=""} 1.11
chip_impl_info{name="run_status",value="complete, no violations"} 1
chip_impl_metric{name="timing.final.hold_violations",unit=""} 0
chip_impl_info{name="hold_path_class",value="reg -> reg"} 1
chip_impl_info{name="synth.cells.most_frequent",value="sky130_fd_sc_hd__nor2_1 (27), sky130_fd_sc_hd__nand2_1 (26), sky130_fd_sc_hd__clkbuf_1 (18)"} 1
chip_impl_metric{name="first_global_vias",unit=""} 2718
chip_impl_metric{name="post_cts_hold_buffer_count",unit=""} 0
chip_impl_metric{name="post_cts_resized",unit=""} 0
chip_impl_metric{name="clock_path_buffers",unit=""} 2
chip_impl_metric{name="cts.sinks",unit=""} 12
chip_impl_metric{name="ant_nets",unit=""} 0
chip_impl_metric{name="drive_gt1_frac",unit=""} 0.118
chip_impl_metric{name="max_slew.worst_pin.slew",unit="ps"} 790
chip_impl_metric{name="timing.max_cap.violations",unit=""} 0
chip_impl_metric{name="grt.overflow.total",unit=""} 0
chip_impl_metric{name="vdd_ir_drop_max",unit="uV"} 193
chip_impl_metric{name="log.warning_count",unit=""} 26
chip_impl_metric{name="route.detailed.wl_per_inst",unit="um"} 17.1
chip_impl_metric{name="largest_net_degree_at_the_start_of_global_routing",unit=""} 23
chip_impl_metric{name="setup_viol",unit=""} 0
chip_impl_metric{name="fp_util",unit=""} 0.520
chip_impl_metric{name="postRouteWirelength",unit="mm"} 7.55
chip_impl_metric{name="clkLatencyLatePin",unit="ps"} 230
chip_impl_metric{name="ff2ff_setup_slack",unit="ps"} 1990
chip_impl_info{name="rsz0062_at_grt",value="no"} 1
chip_impl_metric{name="hpwlAfterDp",unit="mm"} 5.72
chip_impl_metric{name="chip_area",unit="um2"} 4840
chip_impl_metric{name="post-route-period-util",unit=""} 0.881
chip_impl_info{name="cts_tree",value="yes"} 1
chip_impl_metric{name="clkSlewWorstSetupHoldPaths",unit="ps"} 50
chip_impl_metric{name="rows",unit=""} 24
chip_impl_metric{name="grt.total_usage",unit=""} 0.314
chip_impl_info{name="critical_path_start_type",value="input pin"} 1
chip_impl_metric{name="via_count",unit=""} 3047
chip_impl_metric{name="final_routed_drc_violation_total",unit=""} 0
chip_impl_info{name="top_cell",value="sky130_fd_sc_hd__nor2_1"} 1
chip_impl_metric{name="flow.area_growth_from_synthesis",unit="%"} 30.9
chip_impl_metric{name="critical_path.max_stage_delay",unit="ps"} 540
chip_impl_metric{name="cp_num_cells",unit=""} 8
chip_impl_metric{name="synth_async_sr_flop_share",unit=""} 0
chip_impl_metric{name="power.static_leakage",unit="uW"} 0.00106
chip_impl_metric{name="synth-area-yosys",unit="um2"} 2280
chip_impl_metric{name="port_buffers",unit=""} 58
chip_impl_metric{name="drt_iter0_markers",unit=""} 359
chip_impl_info{name="crit_family",value="simple AND/OR/NAND/NOR gates"} 1
chip_impl_metric{name="antenna_cells",unit=""} 0
chip_impl_info{name="crit_path_top_delay_cell",value="sky130_fd_sc_hd__clkdlybuf4s50_1"} 1
chip_impl_metric{name="via_per_inst",unit=""} 6.91
[metal layers]
metal	up-vias	share of wire	track usage
met5	-	0	0
met4	0	0.050	0.145
met3	37	0.083	0.0383
met2	185	0.46	0.521
met1	1376	0.40	0.409
li1	1449	-	-
[power by group]
part,internal (uW),switching (uW)
clock,77.5,45.8
combinational,143,150
sequential,150,5.36
[sequential cells by signal, summed over array words and instances (netlist names)]
name            count
game_area_addr      5
valid_line          1
b                   1
dav                 1
nextblock_mx        4
[per-stage QoR]
| step | utilization | std cells | setup WS (ps) | cell area (um2) |
|---|---|---|---|---|
| floorplan | - | 342 | 942 | 2280 |
| global placement | 0.672 | 438 | 245 | 2940 |
| detailed placement | 0.672 | 438 | 209 | 2940 |
| CTS | 0.681 | 441 | 457 | 2990 |
| global route | 0.681 | 441 | 180 | 2990 |
| finish | 0.681 | 441 | 404 | 2990 |
[cells in the final DEF, fill, tap and decap left out, types with 5 or more instances in the layout]
cell                              instances
sky130_fd_sc_hd__o2111ai_1                5
sky130_fd_sc_hd__a21oi_1                 14
sky130_fd_sc_hd__a211oi_1                 6
sky130_fd_sc_hd__a31oi_1                  7
sky130_fd_sc_hd__inv_1                   14
sky130_fd_sc_hd__o211ai_1                 9
sky130_fd_sc_hd__nand3_1                 15
sky130_fd_sc_hd__nor2_1                  27
sky130_fd_sc_hd__a2111oi_0                5
sky130_fd_sc_hd__o31ai_1                  5
sky130_fd_sc_hd__clkdlybuf4s50_1         58
sky130_fd_sc_hd__nand2b_1                 5
sky130_fd_sc_hd__nand2_1                 26
sky130_fd_sc_hd__nor4b_1                  7
sky130_fd_sc_hd__nand4_1                 11
sky130_fd_sc_hd__o21ai_0                 16
sky130_fd_sc_hd__nor3_1                  12
sky130_fd_sc_hd__nand4b_1                 5
sky130_fd_sc_hd__nor4_1                  10
sky130_fd_sc_hd__buf_4                   26
sky130_fd_sc_hd__dfxtp_1                 12
sky130_fd_sc_hd__or2_2                    5
[worst paths after layout]
path	start	to
max	y[6]	valid_line
min reg2reg	game_area_addr[0]	game_area_addr[0]
min	game_area_addr[0]	game_area_addr[0]
max reg2reg	game_area_addr[1]	game_area_addr[1]
[tightest hold or removal path: stages, from the launching register on]
cell and delay (ps):
sky130_fd_sc_hd__dfxtp_1 300, sky130_fd_sc_hd__inv_1 40, sky130_fd_sc_hd__a41oi_1 80
[cell type report]
class / count / area [um2] / area share
Tap cell: 52 / 65.1 / 0.0218
Sequential cell: 12 / 240 / 0.0805
Inverter: 14 / 52.6 / 0.0176
Multi-Input combinational cell: 275 / 1790 / 0.600
Timing Repair Buffer: 85 / 796 / 0.267
Clock buffer: 3 / 41.3 / 0.0138
[cell families after synthesis]
group | Yosys count | synth area share
flip-flops | 12 | 0.105
AND-OR/OR-AND | 119 | 0.387
AND/OR/NAND/NOR | 155 | 0.394
buffers and inverters | 55 | 0.110
multiplexers | 1 | 0.00439
No activity file was given, so power comes from the tool's default toggle rates.
