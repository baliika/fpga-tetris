File: ./config.mk
export PLATFORM = sky130hd
export DESIGN_NAME = draw_numbers
export DESIGN_NICKNAME = draw_numbers
export VERILOG_FILES = /design/flow/design.v
export SDC_FILE = /design/flow/constraint.sdc
export NUM_CORES = 4
export LEC_CHECK = 1
export CORE_UTILIZATION = 30
File: ./constraint.sdc
current_design draw_numbers

set clk_period 7.3
set clk_io_pct 0.2

create_clock -name clk0 -period $clk_period [get_ports {vga_clk}]

set non_clock_inputs [all_inputs -no_clocks]
set_input_delay [expr $clk_period * $clk_io_pct] -clock clk0 $non_clock_inputs
set_output_delay [expr $clk_period * $clk_io_pct] -clock clk0 [all_outputs]
File: ./design.v
`timescale 1ns / 1ps
module bin2bcd_serial #(
  parameter BINARY_BITS = 16,  
  parameter BCD_DIGITS = 5   
)
(
  input clk,
  input rst,
  input [BINARY_BITS-1:0] bin_in,
  output reg [4*BCD_DIGITS-1:0] bcd_out
);
reg [BINARY_BITS-1:0] store_in;
reg start;
always @ (posedge clk) begin
  if(rst) store_in <= 0;
  else if(start) start <= 0;
  else if(done && (store_in != bin_in)) begin
    start <= 1;
    store_in <= bin_in;
  end
end
wire [4*BCD_DIGITS-1:0] internal_out;
wire done;
integer i;
always @ (posedge clk) begin
  if(done) begin
    for(i=0;i<4*BCD_DIGITS;i=i+1) begin
      bcd_out[i] <= internal_out[i];
    end
  end
end
reg [BINARY_BITS-1:0] binary_shift = 0;
reg [$clog2(BINARY_BITS):0] binary_count = 0;
assign done = binary_count == 0;
always @(posedge clk)
begin
  if(start) begin
    binary_shift <= store_in;
    binary_count <= BINARY_BITS;
  end else if (binary_count != 0) begin
    binary_shift <= { binary_shift[BINARY_BITS-2:0], 1'b0 };
    binary_count <= binary_count - 1'b1;
  end
end
wire [BCD_DIGITS:0] bcd_carry;
assign bcd_carry[0] = binary_shift[BINARY_BITS-1];  
wire clk_enable = start | ~done;
genvar j;
generate
  for (j = 0; j < BCD_DIGITS; j=j+1) begin: DIGITS
    bcd_digit digit (
      .clk(clk),
      .init(start),
      .mod_in(bcd_carry[j]),
      .mod_out(bcd_carry[j+1]),
      .digit(internal_out[4*j +: 4]),
      .ce(clk_enable)
    );
  end
endgenerate
endmodule
module bcd_digit (
  input clk,
  input ce,
  input init,
  input mod_in,
  output mod_out,
  output reg [3:0] digit
);
  wire fiveOrMore = digit >= 5;
  assign mod_out  = fiveOrMore & ~init;
  always @(posedge clk)
  begin
    if (ce) begin
      digit[0] <= mod_in;
      digit[1] <= ~init & (~mod_out ? digit[0] : ~digit[0]);
      digit[2] <= ~init & (~mod_out ? digit[1] : digit[1] == digit[0]);
      digit[3] <= ~init & (~mod_out ? digit[2] : digit[0] & digit[3]);
    end
  end
endmodule
`timescale 1ns / 1ps
module draw_numbers #(
  parameter BINARY_BITS=26,
  parameter BCD_DIGITS=8,
  parameter NUM_OFFSET_Y=138-1
)
(
  input vga_clk,
  input rst,
  input [10:0] x,
  input [9:0] y,
  input [BINARY_BITS-1:0] bin_in,
  output reg [11:0] addr,
  output reg dav
);
parameter DIGIT_WIDTH = 16;
parameter NUM_WIDTH = BCD_DIGITS*DIGIT_WIDTH;
parameter NUM_HEIGHT = 20;
parameter NUM_OFFSET_X = 527-2+(8-BCD_DIGITS)*DIGIT_WIDTH;
wire [4*BCD_DIGITS-1:0] bcd;
bin2bcd_serial #(
  .BINARY_BITS(BINARY_BITS),
  .BCD_DIGITS(BCD_DIGITS)
) bin2bcd (
  .clk(vga_clk), 
  .rst(rst), 
  .bin_in(bin_in), 
  .bcd_out(bcd)
);
always @ (posedge vga_clk)
begin
  if(rst)
    dav <= 0;
  else if((x >= (NUM_OFFSET_X) && x < (NUM_WIDTH+NUM_OFFSET_X)) && (y >= (NUM_OFFSET_Y) && y < (NUM_HEIGHT+NUM_OFFSET_Y)))
    dav <= 1;
  else
    dav <= 0;
end
reg [11:0] str_addr[BCD_DIGITS-1:0];
integer i;
integer j;
always @ (posedge vga_clk)
begin
  if(rst) begin
    for(i=0;i<BCD_DIGITS;i=i+1) begin
      str_addr[i] <= 0;
    end
  end else if(y==NUM_OFFSET_Y && x==0) begin  
    for(i=0;i<BCD_DIGITS;i=i+1) begin
      for(j=0;j<10;j=j+1) begin
        if(bcd[4*i +: 4] == j)
          str_addr[i] <= j*320;
      end
    end
  end else begin
    for(i=0;i<BCD_DIGITS;i=i+1) begin
      if(((x>=(NUM_OFFSET_X-1+i*DIGIT_WIDTH)) && (x < (NUM_OFFSET_X+(i+1)*DIGIT_WIDTH-1))) && (y >= (NUM_OFFSET_Y) && y < (NUM_HEIGHT+NUM_OFFSET_Y)))
        str_addr[BCD_DIGITS-i-1] <= str_addr[BCD_DIGITS-i-1] + 1;
    end
  end
end
always @ (posedge vga_clk)
begin
  if(rst) addr <= 0;
  else begin
    for(i=0;i<BCD_DIGITS;i=i+1) begin
      if(x>= (NUM_OFFSET_X+i*DIGIT_WIDTH-1) && x < (NUM_OFFSET_X+(i+1)*DIGIT_WIDTH-1))
        addr <= str_addr[BCD_DIGITS-i-1];
    end
  end
end
endmodule
File: ./run.sh
#!/bin/bash
# OpenROAD 26Q1-2900-gdf79404cd8, Yosys 0.63+post, stock flow scripts
make -C /OpenROAD-flow-scripts/flow DESIGN_CONFIG=/design/flow/config.mk WORK_HOME=/design/flow/orfs finish
==> run_results.csv <==
group,metric,value,unit
status,outcome,"finished clean",
setup_path,cp.required,7780,ps
global_route,grt_first_pass_wirelength,60.3,mm
job,log.warning_count,33,
pwr,p_per_area,206,nW/um2
global_route,grt_pass1_vias,10614,
synth,ys_warn_count,4,
routing,wirelength,38.1,mm
setup_path,slowest_delay,680,ps
setup_path,cp_data_arrival_time,4890,ps
finish,drive_gt1_share,7.42,%
routing,vias,11579,
routing,wire_per_inst,18.0,um
finish,mostFrequentLayoutCell,"nor2_1",
timing,fin_worst_skew,20.0,ps
global_route,antenna_found_initial,0,
clocking,clkLatencyLatePin,550,ps
synth,yosysCellCount,1497,
synth,synth.distinct_cells,75,
global_route,grt_usage,17.5,%
synth,edf_count,91,
timing,worst_pin_slew,1250,ps
setup_path,crit_type,"input pin to flip-flop",
synth,ys_chip_area,13200,um2
synth,syn_area,13200,um2
timing,fmax,0.227,GHz
timing,hold_viol_final,0,
timing,min_period,4410,ps
finish,area_growth,15.1,%
routing,ant_nets,0,
synth,topCellsByArea,"dfxtp_1 21%, edfxtp_1 21%, nor2_1 4.9%, a21oi_1 4.5%, xnor2_1 3.9%",
setup_path,crit_fanout,36,
finish,final_cells,2122,
clocking,clockBufferDepth,3,
floorplan,die_y,212,um
routing,drc_errors,0,
setup_path,crit_chain,"clkdlybuf4s50_1 -> nor3_1 -> nand4b_1 -> nor2_4 -> buf_4 -> o31a_1 -> o21ai_0 -> a21oi_1",
finish,fill_cells,4291,
setup_path,critical_path.slowest_cell,"nor2_4",
clocking,cts_tree,"yes",
synth,top_area_cell,"dfxtp_1",
place,dpl.cell_count,2075,
clocking,cts_root_buf,"clkbuf_16",
clocking,clock_sinks,232,
hold_path,hold_path.class,"flip-flop to flip-flop",
floorplan,fp_util,30.5,%
synth,async_flop_share,0,%
timing,rsz0062_at_grt,"false",
clocking,ctsResizeCount,0,
floorplan,rows,76,
floorplan,die_w,212,um
setup_path,critPathLaunchType,"input pin",
floorplan,core_region_area,43300,um2
timing,fin_setup_tns,0,ps
timing,slew_headroom,14.3,%
pwr,ir_drop,0.176,mV
global_route,grt_max_degree,64,
place,port_buffers,61,
floorplan,die_area,44800,um2
setup_path,end_kind,"flip-flop",
routing,via_per_inst,5.46,
synth,netlist_instances,1497,
synth,numSynthFlops,232,
floorplan,num_io_pins,62,
global_route,grt-ovfl-total,0,
place,routabilityCongestion,0.952,
synth,syn_area_per_cell,8.81,um2
place,hpwl,26.3,mm
routing,drt_iter0_markers,1034,
clocking,cts_buffers,25,
timing,setup_viol,0,
clocking,htree_levels,1,
pwr,leakage,5.19,nW
timing,fin_crit_sh,60.4,%
clocking,cts_hold_buffers,0,
clocking,post_cts_buffers,0,
clocking,clk_transition_reported_paths,60,ps
synth,postSynthSeqShare,42.1,%
routing,dr.pass1.iters,5,
synth,top_cell_area_share,21.4,%
finish,most-common-layout-cells,"170 x nor2_1, 141 x dfxtp_1, 118 x a21oi_1",
job,drv_cap,0,
synth,synth-main-ff-cell,"dfxtp_1",
timing,drv_slew,0,
## final cells by class
cell class | instances | area [um2] | area share (%)
clock inverters | 11 | 136 | 0.898
flip-flops and latches | 232 | 5560 | 36.6
clock buffers | 35 | 673 | 4.43
diodes | 1 | 2.50 | 0.0165
well taps | 585 | 732 | 4.82
multi-input cells | 1134 | 7160 | 47.1
repair buffers | 85 | 788 | 5.19
inverters | 39 | 146 | 0.964
## through the flow
step | hold slack (ps) | area (um2) | util [%] | setup slack (ps) | power (mW)
after detailed placement | 408 | 14400 | 33.2 | 2460 | 1.87
after global placement | 406 | 14400 | 33.2 | 2520 | 1.86
after CTS | 421 | 15200 | 35.1 | 3010 | 3.16
final | 420 | 15200 | 35.1 | 2890 | 3.14
after floorplan | 400 | 13200 | - | 1420 | 1.75
after global routing | 425 | 15200 | 35.1 | 2630 | 3.28
## power by group
part | internal (mW) | switching [mW]
Combinational | 0.146 | 0.193
Clock | 0.750 | 0.542
Sequential | 1.45 | 0.0581
## worst paths after layout
path / startpoint / to / slack (ps) / cells after the start
max: x[4] / str_addr[2][9]$_SDFFE_PP0P_ / 2890 / 8
max reg2reg: bin2bcd.bcd_out[1]$_DFFE_PN_ / str_addr[0][4]$_SDFFE_PP0P_ / 4740 / 5
min reg2reg: bin2bcd.binary_shift[25]$_DFFE_PP_ / bin2bcd.DIGITS[0].digit.digit[0]$_DFFE_PP_ / 420 / 0
min: bin2bcd.binary_shift[25]$_DFFE_PP_ / bin2bcd.DIGITS[0].digit.digit[0]$_DFFE_PP_ / 420 / 0
## per-layer routing
| layer | global-route usage (%) | wire length, um | vias up |
|---|---|---|---|
| met5 | 0 | 0 | - |
| met3 | 3.56 | 2900 | 87 |
| li1 | - | - | 5642 |
| met4 | 5.32 | 1340 | 0 |
| met2 | 25.9 | 16500 | 452 |
| met1 | 26.4 | 17400 | 5398 |
## Yosys cell counts, types with 6 or more instances
cell,count
a2111oi_0,8
a211oi_1,11
a21o_1,13
a21oi_1,118
a221oi_1,7
a22o_1,6
a22oi_1,17
a31oi_1,16
a32oi_1,9
and2_1,13
and3_1,25
and4_1,9
buf_1,9
buf_2,14
clkbuf_1,68
dfxtp_1,141
edfxtp_1,91
ha_1,25
inv_1,39
mux2_2,32
mux2i_1,33
nand2_1,104
nand2b_1,19
nand3_1,51
nand3b_1,8
nand4_1,27
nand4b_1,8
nor2_1,172
nor2b_1,9
nor3_1,46
nor4_1,31
o21ai_0,96
o221ai_1,10
o22ai_1,17
o31ai_1,10
or2_2,6
or3_1,18
or4_1,8
xnor2_1,58
xor2_1,14
## logic make-up after synthesis
| logic type | Yosys count | share of synthesized area, % |
|---|---|---|
| flops | 232 | 42.1 |
| buf+inv | 131 | 3.92 |
| mux | 65 | 5.23 |
| fa+ha+maj | 25 | 2.37 |
| compound gates | 396 | 19.2 |
| xor+xnor | 72 | 4.78 |
| simple gates | 576 | 22.4 |
## sequential cells by signal, indices dropped and copies added (netlist names)
name and count:
str_addr 96, bin2bcd.DIGITS.digit.digit 32, bin2bcd.bcd_out 32, bin2bcd.binary_shift 26, bin2bcd.store_in 26, addr 12
bin2bcd.binary_count 6, bin2bcd.start 1, dav 1
## critical path, delay by kind of cell
kind	cells	cell delay [ps]
simple gates	3	1490
buf+inv	2	1160
compound gates	3	750
Power is estimated from default activity; no workload was simulated.
